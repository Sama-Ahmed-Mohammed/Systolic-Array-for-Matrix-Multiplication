===== ./config.mk =====
export PLATFORM = sky130hd
export DESIGN_NAME = pipe_reg
export DESIGN_NICKNAME = pipe_reg
export VERILOG_FILES = /design/flow/design.v
export SDC_FILE = /design/flow/constraint.sdc
export NUM_CORES = 4
export LEC_CHECK = 1
export CORE_AREA = 10 10 87 87
export DIE_AREA = 0 0 97 97

===== ./constraint.sdc =====
current_design pipe_reg

set clk_period 1.0
set clk_io_pct 0.2

create_clock -name clk0 -period $clk_period [get_ports {clk}]

set non_clock_inputs [all_inputs -no_clocks]
set_input_delay [expr $clk_period * $clk_io_pct] -clock clk0 $non_clock_inputs
set_output_delay [expr $clk_period * $clk_io_pct] -clock clk0 [all_outputs]

===== ./design.v =====
module pipe_reg #(parameter DATAWIDTH = 16) (
    input wire clk,
    input wire rst_n,
    input wire valid_in,
    input wire [DATAWIDTH-1:0] in,
    output reg [DATAWIDTH-1:0] out
);
    always_ff @(posedge clk or negedge rst_n) begin
        if (!rst_n)
            out <= 0;
        else if (valid_in)
            out <= in;
    end
endmodule 

===== ./run.sh =====
#!/bin/bash
# OpenROAD 26Q1-2900-gdf79404cd8, Yosys 0.63+post, stock flow scripts
make -C /OpenROAD-flow-scripts/flow DESIGN_CONFIG=/design/flow/config.mk WORK_HOME=/design/flow/orfs finish

==> impl_metrics.ini <==
; yosys + openroad results
[run_status]
outcome = complete, no violations

[die]
die_h_um = 97
io_pins = 35
core-area_um2 = 5640
fp-row-count = 27
fp_util_pct = 11.5
die_w_um = 97
dieArea_um2 = 9410

[final_timing]
finalHoldViolCount = 0
drv_slew = 0
timing.final.ws_setup_ns = 0.0125
setup_viol = 0
skew_ns = 0
tightest_slew_ns = 0.199
hold_ws_ns = 0.289
rsz0062_at_grt = yes
max_freq_ghz = 1.01
post-route-period-util_pct = 98.7
slew_headroom_pct = 86.7
finalWorstPathRequiredPeriod_ns = 0.987

[finish]
drive_gt1_share_pct = 59.5
lay_top_count = clkdlybuf4s50_1
largest_reg_flops = 16
regMostFlops = out
reg.largest.list = out (16)
lay_top_cells = clkdlybuf4s50_1, dfrtp_1, buf_2
synthToLayoutAreaGrowth_pct = 84.8

[clocking]
clkSlewWorstSetupHoldPaths_ns = 0.06
clockRootBuffer = clkbuf_8
cts_tree = done
cts_buffers = 3
cts.path.max_buffers = 2
cts-htree-levels = 1
cts_sinks = 16
clock.latency.late_pin_ns = 0.24

[synthesis]
ys_cells = 34
synth-warning-count = 1
ys_seq_share_pct = 61.7
ys_ff = 16
synth_cells = 34
syn_avg_cell_area_um2 = 19.1
synth.distinct_cells = 5
synth.cell_area_um2 = 649
ys_area_um2 = 649

[placement]
dp_hpwl_um = 1460
dp_slack_ns = -0.355
gp_congestion = 0.745
port_buffers = 34

[worst_setup_path]
timing.rr.start = out[8]$_DFFE_PN0P_
arrival_ns = 1.12
end_kind = register
critical_path_class = primary input to register
cp_top_family = buffers and inverters
cpMaxStageDelayCell = bufbuf_16
crit_cells = 3
cp.required_ns = 1.13
path_cells = dlygate4sd2_1, bufbuf_16, mux2_4
crit_buf_inv = 2
r2r_slack_ns = 0.02
r2r_end = out[8]$_DFFE_PN0P_
crit_fanout = 8
ff2ff_path_depth = 3
start_kind = primary input
crit_path_max_incr_delay_ns = 0.32

[pwr]
vdd_drop_max_mv = 0.765
powerDensity_nw_per_um2 = 1390
total_power_mw = 1.67
leakage_nw = 0.556

[global_route]
grt_overflow = 0
grtUsageTotal_pct = 4.17
grt_max_degree = 17
first_global_vias = 602
antenna_found_initial = 0
grt_pass1_wl_um = 3220

[detailed_routing]
ant_nets = 0
drt-total-wl_um = 1910
drc_errors = 0
post_drt_via_cell_ratio = 3.03
num_vias = 473
diodes = 0
drt_pass1_iterations = 4
post_drt_wl_per_cell_um = 12.2
drtIter0Drc = 3

[hold_path]
hp-class = primary input to asynchronous set/reset pin

[run]
tool_warnings = 26
maxCapViolations = 0
worst max-delay path by stage:
stage                       start                   to
finish                   valid_in   out[6]$_DFFE_PN0P_
global route   out[8]$_DFFE_PN0P_   out[8]$_DFFE_PN0P_
CTS           out[10]$_DFFE_PN0P_  out[10]$_DFFE_PN0P_
final cells by class:
type / count / area [µm²]
clock buffer: 4 / 55.1
fill: 585 / 4440
tap: 72 / 90.1
timing repair buffer: 48 / 437
multi-input combinational: 16 / 218
sequential: 16 / 400
cells in the mapped netlist:
cell	instances	share of area, %
buf_12	1	3.1
buf_6	1	1.7
dfrtp_1	16	62
mux2_2	6	10
mux2_4	10	23
power by group:
part	total [mW]	internal, mW	switching (mW)
combinational	0.362	0.277	0.0854
clock	0.558	0.348	0.209
sequential	0.750	0.713	0.0376
what timing repair did:
| action | CTS | global route |
|---|---|---|
| hold buffers | 0 | 0 |
| setup endpoints to repair | 32 | 11 |
| gates cloned | 1 | 0 |
| resized | 49 | 6 |
| setup buffers | 10 | 0 |
kinds of logic (layout without fill, tap and decap cells):
kind of cell | after synthesis | count (layout) | synth area share (%)
DFF | 16 | 16 | 61.7
buffers and inverters | 2 | 52 | 4.82
muxes | 16 | 16 | 33.5
routing by layer:
layer,global-route usage (%),vias to the layer above,share of wire (%)
li1,-,218,-
met1,5.43,222,49
met2,5.78,31,37
met3,2.87,2,14
met4,0.225,0,0.42
met5,0,-,0
through the flow:
step,TNS (ns),utilization (%),cells,area [µm²]
2_1_floorplan,0,-,34,649
3_3_place_gp,-5.21,20.5,149,1160
3_5_place_dp,-5.41,20.5,149,1160
4_1_cts,0,22.1,164,1250
5_1_grt,-0.0182,21.3,156,1200
6_report,0,21.3,156,1200
Power figures rest on the tool's default switching activity, not on a simulated workload.
