$ cat config.mk
export PLATFORM = sky130hd
export DESIGN_NAME = pe
export DESIGN_NICKNAME = pe
export VERILOG_FILES = /design/flow/design.v
export SDC_FILE = /design/flow/constraint.sdc
export NUM_CORES = 4
export LEC_CHECK = 1
export CORE_UTILIZATION = 30
$ cat constraint.sdc
current_design pe

set clk_period 8.9
set clk_io_pct 0.2

create_clock -name clk0 -period $clk_period [get_ports {clk}]

set non_clock_inputs [all_inputs -no_clocks]
set_input_delay [expr $clk_period * $clk_io_pct] -clock clk0 $non_clock_inputs
set_output_delay [expr $clk_period * $clk_io_pct] -clock clk0 [all_outputs]
$ cat design.v
module pe #(parameter DATAWIDTH = 16) (
    input wire clk,
    input wire rst_n,
    input wire valid_in,
    input wire [DATAWIDTH-1:0] a_in,
    input wire [DATAWIDTH-1:0] b_in,
    output reg valid_out,
    output reg [DATAWIDTH-1:0] a_out,
    output reg [DATAWIDTH-1:0] b_out,
    output reg [2*DATAWIDTH-1:0] c_out
);
    always @(posedge clk or negedge rst_n) begin
        if (!rst_n) begin
            a_out <= 0;
            b_out <= 0;
            c_out <= 0;
            valid_out <=0;
        end 
        else if (valid_in) begin
            a_out <= a_in;
            b_out <= b_in;
            c_out <= c_out + a_in*b_in;
            valid_out <= 1;
        end
        else if(!valid_in) valid_out <=0;  
    end
endmodule
$ cat run.sh
#!/bin/bash
# OpenROAD 26Q1-2900-gdf79404cd8, Yosys 0.63+post, stock flow scripts
make -C /OpenROAD-flow-scripts/flow DESIGN_CONFIG=/design/flow/config.mk WORK_HOME=/design/flow/orfs finish
==> reports/metrics.yaml <==
grt_max_degree: 43
antenna_found_initial: 0
io_buffer_count: 99
yosys_warnings: 1
rsz0062_at_grt: "false"
diodes: 0
syn_inst: 1284
slowest_delay_ps: 980
crit_chain: "clkdlybuf4s50_1 > nand2_1 > fa_1 > inv_1 > fa_1 > inv_1 > fa_1 > inv_1 > fa_1 > fa_1 > inv_1 > fa_1 > inv_1 > ha_1 > a21oi_1 > o21ai_1 > o211ai_1 > nand2_1 > o41a_1 > mux2i_1 > a21oi_1 > xnor2_1"
hold_violations: 0
startpoint: "b_in[7]"
synth-edff-count: 0
hpwlAfterDp_um: 23800
grt-ovfl-total: 0
ys_sh_aoi: 0.0568
postCtsHoldBufs: 0
r2r-start: "c_out[10]$_DFFE_PN0P_"
final_cell_mix: "inv_1, fa_1, nand2_1"
tns_ps: 0
h-tree-depth: 3
grt.total_usage: 0.161
routed_wl_um: 29000
layout.cells.most_common: "inv_1"
grt_first_pass_wirelength_um: 49400
required_ps: 9140
finalSetupViolations: 0
warnings: 25
route.detailed.drc: 0
xor_area_frac: 0.0184
synth_chip_area_sq_um: 11900
cp.arrival_ps: 8150
chipArea_sq_um: 40500
hp-class: "reg2reg"
grt_pass1_vias: 9114
area_delta_synth_final_pct: 15.3
async_flop_share: 1.00
synth-seq-cells: 65
maxSlewViolCount: 0
fill_cells: 3937
post-place-ws_ps: 630
ff_type: "dfrtp_1"
die-width_um: 201
ant_nets: 0
synth.logic.top_family: "adder cells"
critPathSlowestCell: "clkdlybuf4s50_1"
synth_seq_share: 0.137
numCtsBuffers: 9
placementRows: 72
hp-start: "c_out[31]$_DFFE_PN0P_"
synth_cell_types: 51
first_pass_iters: 4
maxCapViolations: 0
crit_top_cell: "fa_1"
min_period_ps: 7910
slew-limit-headroom: 0.453
start_kind: "input port"
cts_resized: 0
num_vias: 8395
worstPathMaxFanout: 17
clk_path_buf_depth: 2
setup_slack_ps: 994
wl_per_cell_um: 15.5
initCoreUtil: 0.306
coreArea_sq_um: 38900
yosys.area_share.adder: 0.482
syn_area_sq_um: 11900
clk_latency_ps: 370
crit_type: "in2reg"
ioPinCount: 100
gp_congestion: 0.896
clkSlewWorstSetupHoldPaths_ps: 60
drive_above_1_share: 0.0670
worstMarginPinSlew_ps: 818
fin_skew_ps: 20.7
max_freq_ghz: 0.126
post_cts_buffers: 0
cts-root-buf: "clkbuf_16"
drtIter0Drc: 295
cts_tree: "yes"
muxShareOfSynthArea: 0.0471
status: "complete, no violations"
crit_path_end_kind: "flop"
die_y_um: 201
finalCritPeriodShare: 0.888
syn_area_per_cell_sq_um: 9.27
routed_via_density: 4.47
simple_gate_share: 0.139
ys_cells: 1284
numClockSinks: 65
final timing paths:
check	cells past startpoint	slack, ps	endpoint
worst max-delay path	22	990	c_out[31]$_DFFE_PN0P_
worst min-delay path	1	500	c_out[31]$_DFFE_PN0P_
worst max register to register	16	4110	c_out[21]$_DFFE_PN0P_
worst min register to register	1	500	c_out[31]$_DFFE_PN0P_
max in group asynchronous	2	6640	b_out[2]$_DFFE_PN0P_
min in group asynchronous	1	1400	valid_out$_DFF_PN0_
state kept, by name (all words and copies together), names as in the netlist:
| signal | cells |
|---|---|
| c_out | 32 |
| a_out | 16 |
| b_out | 16 |
| valid_out | 1 |
per-stage QoR:
step | cells | area [sq um] | utilization | hold WS [ps]
after detailed placement | 1861 | 13400 | 0.345 | 484
after CTS | 1877 | 13700 | 0.353 | 505
after global placement | 1861 | 13400 | 0.345 | 489
final | 1877 | 13700 | 0.353 | 503
after global routing | 1877 | 13700 | 0.353 | 514
after floorplan | 1284 | 11900 | - | 425
cells in the mapped netlist (2+ instances only):
library cell	count	area [sq um]
o31ai_2	3	37.5
mux2i_1	5	50.1
mux2_2	44	495
or2_2	2	12.5
nand2_1	176	661
clkbuf_2	2	10.0
inv_1	326	1220
buf_2	4	20.0
a211oi_1	3	22.5
a21o_1	8	60.1
ha_1	99	1240
fa_1	225	4500
o21ai_0	23	115
nor2_1	22	82.6
a21oi_1	31	155
o21ai_2	2	17.5
o211ai_1	3	22.5
o21a_1	3	22.5
a31oi_1	2	12.5
a21oi_2	2	17.5
dfrtp_1	65	1630
clkbuf_1	45	169
xor2_1	9	78.8
o21bai_1	3	22.5
o21ai_1	5	25.0
nand3_1	5	25.0
nand4_1	8	50.1
xnor2_1	16	140
and2_1	118	738
nand2b_1	4	25.0
metal layers:
layer | vias up | global-route usage | wire length (um)
met2 | 298 | 0.237 | 12800
li1 | 3949 | - | -
met4 | 0 | 0.0133 | 254
met1 | 4126 | 0.236 | 13000
met5 | - | 0.00119 | 0
met3 | 22 | 0.0716 | 2890
cell type report:
type	instances	area (sq um)	share of cell area
multi-input combinational	842	8850	0.645
sequential	65	1630	0.119
inverter	326	1220	0.0892
timing repair buffer	110	1070	0.0779
tap	518	648	0.0472
clock buffer	9	225	0.0164
clock inverter	7	77.6	0.00565
cell families after synthesis:
family | count (synthesis)
XOR/XNOR | 25
AND/OR/NAND/NOR | 343
buffers and inverters | 377
multiplexers | 50
AND-OR/OR-AND | 100
flip-flops | 65
adder cells (fa/ha/maj) | 324
worst max-delay path, delay by kind of cell:
family                   cells  cell delay (ps)
AND-OR/OR-AND                5             1100
XOR/XNOR                     1              160
adder cells (fa/ha/maj)      7             3430
buffers and inverters        6             1230
multiplexers                 1              170
AND/OR/NAND/NOR              2              280
